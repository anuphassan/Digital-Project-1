File: design.v
module Arithmetic(a,b, sw, cout, f);
input [3:0]a;
input [3:0]b;
wire [7:0]c;
assign c[7:4] = a;
assign c[3:0] = b;
input [1:0]sw;
output cout;
wire cout1 , cout2 , cout3 , cout4 ;
output [7:0]f;
wire [7:0]A;
wire [7:0]B;
wire [7:0]C;
wire [7:0]D;
Fulladder add(a, b, A, cout1);
Subtract subtracttest(a, b, B, cout2);
Multiply multtest( c, C, cout3);
Divide divtest(c, D, cout4);
mux4to1 muxA(sw, f, A, B, C, D);
mux4to1 muxcout(sw, cout, cout1, cout2, cout3, cout4);
endmodule
module Fulladder(input [3:0]x, input [3:0]y, output wire [7:0]s, output cout);
parameter cin = 0;
genvar i;
wire c[4:0];
generate
for(i=0; i<=3; i=i+1)begin: stages
add stage(x[i], y[i], c[i], s[i], c[i+1]);
end
endgenerate
assign c[0] = cin;
assign cout = c[4];
endmodule
module add(x,y,cin, s, cout);
input cin,x,y;
output reg s;
output reg cout;
always@(x, y, cin)
begin 
cout = (x&y)|(y&cin)|(x&cin);
s = x^y^cin;
end
endmodule
module Subtract(input [3:0]x, input [3:0]y, output wire [7:0]d, output cout);
parameter cin = 0;
genvar i;
wire c[4:0];
generate
for(i=3; i>=0; i=i-1)begin: stages
sub stage(x[i], y[i], c[i], d[i], c[i+1]);
end
endgenerate
assign c[0] = cin;
assign cout = c[4];
endmodule
module sub(x,y,cin, d, cout);
input cin,x,y;
output reg d;
output reg cout;
always@(x, y, cin)
begin 
cout = (~x&cin)|(~x&y)|(y&cin);
d = x^y^cin;
end
endmodule
module Multiply(input [7:0]i, output [7:0]s1, output cout);
assign cout = i[7];
assign s1[0] = 0;
assign s1[7] = i[6];
assign s1[6] = i[5];
assign s1[5] = i[4];
assign s1[4] = i[3];
assign s1[3] = i[2];
assign s1[2] = i[1];
assign s1[1] = i[0];
endmodule
module Divide(input [7:0]i, output [7:0]s1, output cout);
assign cout = i[0];
assign s1[0] = i[1];
assign s1[1] = i[2];
assign s1[2] = i[3];
assign s1[3] = i[4];
assign s1[4] = i[5];
assign s1[5] = i[6];
assign s1[6] = i[7];
assign s1[7] = 0;
endmodule
module mux4to1(sw, f, A, B, C, D);
input [1:0]sw;
input [7:0]A;
input [7:0]B;
input [7:0]C;
input [7:0]D;
output [7:0]f;
assign f[0] = (~sw[0]&~sw[1]&A[0] | sw[1]&~sw[0]&B[0] | ~sw[1]&sw[0]&C[0] | sw[1]&sw[0]&D[0]);
assign f[1] = (~sw[0]&~sw[1]&A[1] | sw[1]&~sw[0]&B[1] | ~sw[1]&sw[0]&C[1] | sw[1]&sw[0]&D[1]);
assign f[2] = (~sw[0]&~sw[1]&A[2] | sw[1]&~sw[0]&B[2] | ~sw[1]&sw[0]&C[2] | sw[1]&sw[0]&D[2]);
assign f[3] = (~sw[0]&~sw[1]&A[3] | sw[1]&~sw[0]&B[3] | ~sw[1]&sw[0]&C[3] | sw[1]&sw[0]&D[3]);
assign f[4] = (~sw[0]&~sw[1]&A[4] | sw[1]&~sw[0]&B[4] | ~sw[1]&sw[0]&C[4] | sw[1]&sw[0]&D[4]);
assign f[5] = (~sw[0]&~sw[1]&A[5] | sw[1]&~sw[0]&B[5] | ~sw[1]&sw[0]&C[5] | sw[1]&sw[0]&D[5]);
assign f[6] = (~sw[0]&~sw[1]&A[6] | sw[1]&~sw[0]&B[6] | ~sw[1]&sw[0]&C[6] | sw[1]&sw[0]&D[6]);
assign f[7] = (~sw[0]&~sw[1]&A[7] | sw[1]&~sw[0]&B[7] | ~sw[1]&sw[0]&C[7] | sw[1]&sw[0]&D[7]);
endmodule
File: run.sh
#!/bin/bash
# OpenROAD 26Q1-2900-gdf79404cd8, Yosys 0.63+post, stock flow scripts
make -C /OpenROAD-flow-scripts/flow DESIGN_CONFIG=/design/flow/config.mk WORK_HOME=/design/flow/orfs finish
File: config.mk
export PLATFORM = sky130hd
export DESIGN_NAME = Arithmetic
export DESIGN_NICKNAME = Arithmetic
export VERILOG_FILES = /design/flow/design.v
export SDC_FILE = /design/flow/constraint.sdc
export NUM_CORES = 4
export LEC_CHECK = 1
export CORE_AREA = 10 10 70 70
export DIE_AREA = 0 0 80 80
File: constraint.sdc
current_design Arithmetic

set clk_period 1.7
set clk_io_pct 0.2

create_clock -name clk0 -period $clk_period

set non_clock_inputs [all_inputs -no_clocks]
set_input_delay [expr $clk_period * $clk_io_pct] -clock clk0 $non_clock_inputs
set_output_delay [expr $clk_period * $clk_io_pct] -clock clk0 [all_outputs]
==> CHANGELOG.md <==
## Implementation

* DR iter-0 viols at 11
* Net Sw Frac at 0.379
* Drt pass-1 iters at 2
* Synth cell count leaders: 14 x inv_1, 6 x fa_1, 4 x mux4_2
* Core area at 3420 um^2
* Placer Congestion at 0.810
* Worst-Margin Slew at 0.119 ns
* Clock power share at 0
* Port Buffers at 19
* Critical Path Sink: f[3]
* Yosys warns at 17
* Worst stage delay on the critical path at 0.48 ns
* Count of tool warnings at 36
* Syn avg cell area at 10.2 um^2
* Failing checks: setup timing
* Synth-to-Final Area Change at 97.3%
* Number of global-route vias before repair at 443
* XOR Share, Synth at 0
* WP data arrival at 2.39 ns
* Register area share after synthesis at 0
* Logic pwr share at 1.000
* Seq pwr share at 0
* Boundary Pins at 19
* Post-route setup TNS at -2.85 ns
* HPWL after DPL at 1.06 mm
* Reg area at 0 um^2
* Run status: finished, violations left
* Gate Area at 344 um^2
* Max-slew violations at 0
* Critical path buffers and inverters at 4
* Final hold viol count at 0
* Crit-path slowest cell: fa_1
* Clkbuf count at 0
* Layout cells sized above 1 at 0.623
* Setup ws final at -1.03 ns
* Post-layout period usage at 1.61
* Mux cell area share at 0.319
* Hold WC Path Type: in2out
* Biggest area cells: fa_1 32%, mux4_2 24%, inv_1 14%
* Pwr Density at 238 nW/um^2
* Die ar. at 6400 um^2
* First-pass GRT wire length at 1.98 mm
* Cells after synthesis at 37
* Delay-heaviest family, CP: adder cells
* Unrepaired setup endpoints after global routing: yes
* Crit. End Element: primary output
* Mapped cell area at 377 um^2
* Ys cells at 37
* Fillers at 387
* Row count at 21
* Setup crit start: b[0]
* Crit path depth at 9
* WL final at 1.16 mm
* Static Leakage at 0.350 nW
* Final setup viols at 4
* Switching pwr at 67.1 uW
* Initial antenna violation count at 0
* AO/OA Area Share at 0.0133
* FP Core Util at 0.110
* Critical path startpoint category: input port
* Most numerous cell in the Yosys netlist: inv_1
* Most common cell on crit path: fa_2
* Max Freq at 0.366 GHz
* CP max FO at 4
* Antenna Cells at 0
* Post-layout util at 0.218
* # hold bufs at CTS at 0
* Total global routing overflow at 0
* Synth area leader: fa_1
* Post-route ant nets at 0
* Total of max-cap violations at 0
* Horiz. Die Dim at 80 um
* DR WL/cell at 10.1 um
* IR drop worst, VDD at 0.0633 mV
* Drt via density at 3.23
* Remaining routing DRC violations at 0
* Tmin final at 2.73 ns
* Top comb family, area: adder cells
* Simple-gate share of the synthesized area at 0.0831
* Top cell area share at 0.319
* Die height at 80 um
* Worst hold stages at 3
* Critical path data required time at 1.36 ns
* Int Power at 110 uW
* Largest net degree at the start of global routing at 10
* CP Cell Sequence: buf_8 > ha_4 > inv_2 > fa_2 > fa_2 > fa_1 > inv_1 > mux4_2 > buf_2
* Tot GR Track Use at 0.0382
* Setup CP Type: in2out
* Slew Limit Headroom at 0.918
* Yosys Chip Area at 377 um^2
* Flop Count at 0
* FA/HA/MAJ Cells, Area Fraction at 0.385
* Via count at 371
* Netlist cell types at 10
routing by layer:
metal | track usage | wire length (um) | up-vias | part of all wire
met5 | 0 | 0 | - | 0
met4 | 0 | 0 | 0 | 0
met3 | 0.0205 | 129 | 0 | 0.11
met2 | 0.0650 | 547 | 16 | 0.47
met1 | 0.0439 | 479 | 175 | 0.41
li1 | - | - | 180 | -
through the flow:
| step | power, mW | setup WS, ns | instances | hold slack, ns | cell area (um^2) |
|---|---|---|---|---|---|
| CTS | 0.179 | -1.09 | 114 | 1.09 | 746 |
| finish | 0.177 | -1.03 | 115 | 1.09 | 743 |
| global route | 0.202 | -1.10 | 115 | 1.11 | 743 |
| global placement | 0.186 | -1.85 | 112 | 1.78 | 714 |
| floorplan | 0.0771 | -0.690 | 37 | 0.754 | 399 |
| detailed placement | 0.187 | -1.85 | 112 | 1.79 | 714 |
layout make-up:
cell class	instances	share of cell area
Inverter	14	0.0741
Multi-Input combinational cell	21	0.463
Tap cell	46	0.0774
Timing Repair Buffer	34	0.386
cells by family after synthesis:
| group | count (synthesis) |
|---|---|
| fa+ha+maj | 8 |
| compound gates | 1 |
| mux | 7 |
| buf+inv | 16 |
| simple gates | 5 |
how the worst min path moves through the flow:
stage,start,to
CTS,b[0],f[1]
global route,b[0],f[1]
finish,b[0],f[1]
timing repair:
| item | in CTS | in global routing |
|---|---|---|
| buffers inserted | 2 | 1 |
| hold endpoints to repair | 0 | 0 |
| setup endpoints to repair | 9 | 5 |
| resized | 54 | 6 |
| pin swaps | 3 | 3 |
cell usage in the layout, fill, tap and decap left out, drive strengths merged:
cell and n:
buf 22, clkbuf 1, clkdlybuf4s15 1, clkdlybuf4s50 1
dlygate4sd2 9, fa 6, ha 2, inv 14
mux2i 3, mux4 4, nand3 1, nor2b 3
nor3b 1, o21ai 1
power by group through the flow:
| stage | clock (mW) | sequential (mW) | combinational, mW |
|---|---|---|---|
| final | 0 | 0 | 0.177 |
| after CTS | 0 | 0 | 0.179 |
| after global routing | 0 | 0 | 0.202 |
No activity file was given, so power comes from the tool's default toggle rates.
