`design/flow/config.mk`:
```
export PLATFORM = sky130hd
export DESIGN_NAME = comparison
export DESIGN_NICKNAME = comparison
export VERILOG_FILES = /design/flow/design.v
export SDC_FILE = /design/flow/constraint.sdc
export NUM_CORES = 4
export LEC_CHECK = 1
export CORE_AREA = 10 10 70 70
export DIE_AREA = 0 0 80 80
```
`design/flow/constraint.sdc`:
```
current_design comparison

set clk_period 4.9
set clk_io_pct 0.2

create_clock -name clk0 -period $clk_period

set non_clock_inputs [all_inputs -no_clocks]
set_input_delay [expr $clk_period * $clk_io_pct] -clock clk0 $non_clock_inputs
set_output_delay [expr $clk_period * $clk_io_pct] -clock clk0 [all_outputs]
```
`design/flow/design.v`:
```
module comparison(a,b, sw, f);
input [3:0]a;
input [3:0]b;
input [1:0]sw;
output [7:0]f;
wire [7:0]A;
wire [7:0]B;
wire [7:0]C;
wire [7:0]D;
Equal eqtest(a, b, A);
Greater Grtest(a, b, B);
Less letest(a,b,C);
Maximum maxtest(a,b, D);
mux4to1 muxC(sw, f, A, B, C, D);
endmodule
module Equal( input [3:0]x, input [3:0]y, output reg [3:0]sol);
always@(x,y)
begin
if(x == y)
sol = 1;
else
sol = 0;
end
endmodule
module Greater( input [3:0]x, input [3:0]y, output reg [7:0]sol);
always@(x,y)
begin
if(x > y)
sol = 1;
else
sol = 0;
end
endmodule
module Less( input [3:0]x, input [3:0]y, output reg [7:0]sol);
always@(x,y)
begin
if(x < y)
sol = 1;
else
sol = 0;
end
endmodule
module Maximum( input [3:0]x, input [3:0]y, output reg [7:0]sol);
always@(x,y)
begin
if(x > y)
sol = x;
else if(x==y)
sol = 0;
else
sol = y;
end
endmodule
module mux4to1(sw, f, A, B, C, D);
input [1:0]sw;
input [7:0]A;
input [7:0]B;
input [7:0]C;
input [7:0]D;
output [7:0]f;
assign f[0] = (~sw[0]&~sw[1]&A[0] | sw[1]&~sw[0]&B[0] | ~sw[1]&sw[0]&C[0] | sw[1]&sw[0]&D[0]);
assign f[1] = (~sw[0]&~sw[1]&A[1] | sw[1]&~sw[0]&B[1] | ~sw[1]&sw[0]&C[1] | sw[1]&sw[0]&D[1]);
assign f[2] = (~sw[0]&~sw[1]&A[2] | sw[1]&~sw[0]&B[2] | ~sw[1]&sw[0]&C[2] | sw[1]&sw[0]&D[2]);
assign f[3] = (~sw[0]&~sw[1]&A[3] | sw[1]&~sw[0]&B[3] | ~sw[1]&sw[0]&C[3] | sw[1]&sw[0]&D[3]);
assign f[4] = (~sw[0]&~sw[1]&A[4] | sw[1]&~sw[0]&B[4] | ~sw[1]&sw[0]&C[4] | sw[1]&sw[0]&D[4]);
assign f[5] = (~sw[0]&~sw[1]&A[5] | sw[1]&~sw[0]&B[5] | ~sw[1]&sw[0]&C[5] | sw[1]&sw[0]&D[5]);
assign f[6] = (~sw[0]&~sw[1]&A[6] | sw[1]&~sw[0]&B[6] | ~sw[1]&sw[0]&C[6] | sw[1]&sw[0]&D[6]);
assign f[7] = (~sw[0]&~sw[1]&A[7] | sw[1]&~sw[0]&B[7] | ~sw[1]&sw[0]&C[7] | sw[1]&sw[0]&D[7]);
endmodule
```
`design/flow/run.sh`:
```
#!/bin/bash
# OpenROAD 26Q1-2900-gdf79404cd8, Yosys 0.63+post, stock flow scripts
make -C /OpenROAD-flow-scripts/flow DESIGN_CONFIG=/design/flow/config.mk WORK_HOME=/design/flow/orfs finish
```
==> results.cfg <==
; generated from flow reports
[status]
status = completed

[final_layout]
final_cell_mix = clkdlybuf4s50_1, a21oi_1, nand3_1
seq_cells = 0
syn_to_final_growth_pct = 70.1
layout-drive-gt1-share_pct = 6.00
seq_area_um2 = 0
nFillCells = 405
fin_area_um2 = 434
nClkBuffers = 0
layout_top_cell = clkdlybuf4s50_1

[routing]
first_pass_iters = 2
n_antenna_cell = 0
vias_per_cell = 3.15
antenna_left = 0
drtIter0Drc = 7
num_vias = 302
drc = 0
wirelength_um = 863
wl_per_cell_um = 8.99

[power_and_ir_drop]
p_leak_nw = 0.182
ir_drop_mv = 0.0102
power.density_nw_per_um2 = 81.3

[sta]
rsz0062_at_grt = no
finalMaxSlewViolations = 0
fin_crit_sh_pct = 86.7
setup_violations = 0
setup_tns_ns = 0
fin_crit_ns = 4.25
fmax_mhz = 235
finalHoldViolCount = 0

[logic_synthesis]
avgSynthCellArea_um2 = 6.90
postSynthSeqShare_pct = 0
syn_inst = 37
netlist_area_um2 = 255
ys_area_um2 = 255
ys_cells = 37
yosys_warnings = 5
ys_types = 18

[floorplan]
fp_util_pct = 7.47
die_w_um = 80
pin_count = 18
chip_area_um2 = 6400
core.rowCount = 21
core_area_um2 = 3420
die_y_um = 80

[placement]
io_buffers = 14
placed_cell_area_um2 = 434
place_hpwl_um = 773
gp_congestion = 0.705

[critical_path]
worst_setup_path_start_kind = primary input
crit_path_max_fanout = 5
crit_required_ns = 3.92
critPathCaptureType = output port
critPathKind = primary input to output port
arrival_ns = 3.27

[global_route]
grtUsageTotal_pct = 2.61
grt_pass1_vias = 321
grt_pass1_wl_mm = 1.44
gr-total-overflow = 0
grt_max_degree = 6
antenna_found_initial = 0

[run]
cap_violations = 0
openroad.warnings = 32

[clock_tree]
cts_resized = 0
hold_buffers = 0
postCtsSetupBuffers = 0

[worst_hold_path]
hold_path.class = primary input to output port
## synth_stat cells
cell | number | area share [%]
ha_1 | 4 | 20
nor2b_1 | 1 | 2.5
nand3b_1 | 1 | 2.9
nor3_1 | 1 | 2.0
a21boi_1 | 1 | 2.9
buf_4 | 4 | 12
a21o_2 | 1 | 3.4
o211a_1 | 1 | 3.9
nor4b_1 | 1 | 3.4
nand4_2 | 1 | 4.9
or4_1 | 1 | 2.9
o21ai_0 | 2 | 3.9
a21oi_1 | 6 | 12
o21ai_1 | 1 | 2.0
nand3_1 | 5 | 9.8
conb_1 | 1 | 1.5
inv_1 | 4 | 5.9
o211ai_2 | 1 | 4.9
## where the power goes
part           total [mW]  switching, mW  leakage [nW]  internal [mW]
combinational      0.0353         0.0150         0.182         0.0203
sequential              0              0             0              0
clock                   0              0             0              0
total              0.0353         0.0150         0.182         0.0203
## final timing paths
path | cells past startpoint | endpoint | slack (ns) | start
max | 7 | f[0] | 0.65 | b[3]
min | 4 | f[3] | 2.91 | b[3]
## metal layers
| layer | track usage (%) | part of all wire [%] | vias up |
|---|---|---|---|
| met5 | 0 | 0 | - |
| met2 | 4.33 | 45 | 10 |
| met4 | 0 | 0 | 0 |
| met1 | 3.23 | 44 | 135 |
| met3 | 1.14 | 10 | 0 |
| li1 | - | - | 157 |
## through the flow
stage / utilization [%] / hold WS [ns] / cells / total power, mW / setup slack, ns
final: 12.7 / 2.91 / 96 / 0.0353 / 0.652
after global routing: 12.7 / 2.97 / 96 / 0.0399 / 0.479
after detailed placement: 12.7 / 2.92 / 96 / 0.0357 / 0.646
after global placement: 12.7 / 2.93 / 96 / 0.0356 / 0.658
after floorplan: - / 2.04 / 40 / 0.0194 / 1.75
after CTS: 12.7 / 2.93 / 96 / 0.0362 / 0.629
## critical path, cell delays in order
cell             delay [ns]
clkdlybuf4s50_1        0.47
inv_1                  0.05
ha_1                   0.35
a21oi_1                0.36
a21oi_1                0.12
or4_1                  0.52
clkdlybuf4s50_1        0.43
## final cells by class
| class | count | area, um2 | area share (%) |
|---|---|---|---|
| multi-input cells | 32 | 221 | 51.0 |
| repair buffers | 14 | 140 | 32.3 |
| well taps | 46 | 57.6 | 13.3 |
| inverters | 4 | 15.0 | 3.46 |
## cell families after synthesis
family	Yosys count	share of synthesized area [%]
AOI/OAI and AO/OA	13	32.8
other	1	1.47
buffers and inverters	8	17.6
adders and majority gates	4	19.6
and+or+nand+nor	11	28.4
No activity file was given, so power comes from the tool's default toggle rates.
